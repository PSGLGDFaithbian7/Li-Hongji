## ./design.v

```verilog
`timescale 1ns / 1ps
module FindBranch(
        input       [15:0]  din,
        output      [3:0]   index,
    );
wire    [7:0]   tmp0;
wire    [3:0]   tmp1;
wire    [1:0]   tmp2;
wire    [3:0]   Index;
assign Index[3] = ~(|din[7:0]);
assign tmp0 = Index[3] ? din[15:8] : din[7:0];
assign Index[2] = ~(|tmp0[3:0]);
assign tmp1 = Index[2] ? tmp0[7:4] : tmp0[3:0];
assign Index[1] = ~(|tmp1[1:0]);
assign tmp2 = Index[1] ? tmp1[3:2] : tmp1[1:0];
assign Index[0] = ~tmp2[0]; 
assign index= (|din[15:0]) ? Index : 4'b1111;
endmodule
```

## ./run.sh

```bash
#!/bin/bash
# OpenROAD 26Q1-2900-gdf79404cd8, Yosys 0.63+post, stock flow scripts
make -C /OpenROAD-flow-scripts/flow DESIGN_CONFIG=/design/flow/config.mk WORK_HOME=/design/flow/orfs finish
```

## ./config.mk

```make
export PLATFORM = sky130hd
export DESIGN_NAME = FindBranch
export DESIGN_NICKNAME = FindBranch
export VERILOG_FILES = /design/flow/design.v
export SDC_FILE = /design/flow/constraint.sdc
export NUM_CORES = 4
export LEC_CHECK = 1
export CORE_AREA = 10 10 70 70
export DIE_AREA = 0 0 80 80
```

## ./constraint.sdc

```tcl
current_design FindBranch

set clk_period 2.4
set clk_io_pct 0.2

create_clock -name clk0 -period $clk_period

set non_clock_inputs [all_inputs -no_clocks]
set_input_delay [expr $clk_period * $clk_io_pct] -clock clk0 $non_clock_inputs
set_output_delay [expr $clk_period * $clk_io_pct] -clock clk0 [all_outputs]
```

==> ci_impl_report.md <==
## Implementation flow summary

| Metric | Value |
|---|---|
| Critical Path Start Type | input pin |
| Max-Cap Viols | 0 |
| FF/Latch Area | 0 sq um |
| Avg Inst Size Synth | 6.90 sq um |
| # Cells Yosys | 27 |
| Residual DRC count | 0 |
| Synth Seq Share | 0% |
| Setup TNS | 0 ns |
| Fraction of layout cells with a size suffix above 1 | 37.9% |
| Initial antenna violation count | 0 |
| Yosys top cell by instances | nor2_1 |
| Top post-synthesis cells by count | 5 x nor2_1, 4 x inv_1, 2 x a31oi_1, 2 x nor3_1 |
| Worst-margin pin slew | 0.243 ns |
| Clkbuf count | 0 |
| Final ANT Viol Nets | 0 |
| Vias/cell | 3.30 |
| Core area | 3420 sq um |
| Leakage | 0.271 nW |
| Crit path DAT | 1.85 ns |
| CP max FO | 2 |
| Sw frac | 41.4% |
| Vias post-DR | 343 |
| Crit path kind | input pin to output pin |
| Tcrit/Tclk final | 97.0% |
| Main area contributors | nor4_4 11%, nor2_1 10%, o32ai_2 8.7% |
| Hold Fails Final Rpt | 0 |
| Die area | 6400 sq um |
| First-pass GRT wire length | 1620 um |
| Initial DRC count | 15 |
| Overflow after GRT | 0 |
| Comb pwr share | 100.0% |
| Hold slack final | 1.50 ns |
| FMAX | 429 MHz |
| Dominant cell type by area after synthesis | nor4_4 |
| CP Launch Point | din[1] |
| Vias in the first global route | 343 |
| Routability Congestion | 0.838 |
| Die X | 80 um |
| Flip-flops | 0 |
| Global Route Usage Sum | 3.07% |
| Area growth, synth to finish | 195% |
| ANT cells | 0 |
| Cell area after synthesis | 186 sq um |
| Psw | 0.0271 mW |
| Outcome | finished, final reports clean |
| First drt pass iteration count | 4 |
| Core Util at FP | 5.46% |
| Tmin final | 2.33 ns |
| Cell-internal power | 0.0384 mW |
| Area share, top type | 11.4% |
| Fillers | 388 |
| Slew headroom | 83.7% |
| # rows | 21 |
| Hold_buf cts | 0 |
| Unique cell types | 18 |
| CP Capture Point | index[0] |
| Hold crit path type | input pin to output pin |
| Reg power frac | 0% |
| Fin util | 16.1% |
| Final Max-Slew Violation Tally | 0 |
| Largest net degree at the start of global routing | 6 |
| P per Cell Area | 119 nW/um^2 |
| DP HPWL | 901 um |
| CP endpoint kind | output pin |
| I/O Pins | 20 |
| Yosys Chip Area | 186 sq um |
| Die H | 80 um |
| Clock Power Share | 0% |
| Yosys warnings | 0 |
| Final wirelength | 1060 um |
| WP data required | 1.92 ns |
| Peak VDD IR | 16.6 uV |
| OpenROAD warning count | 33 |
| IO Port Bufs | 19 |
| Post-synthesis cell count | 27 |
| Final setup vio count | 0 |
| Power Total | 0.0655 mW |
| WL/cell | 10.2 um |
-- worst min-delay path by stage --
stage,to,slack [ns],start,depth (start not counted)
after CTS,index[1],1.51,din[3],3
after global routing,index[1],1.55,din[3],3
final,index[1],1.50,din[3],3
-- placed cells by master, fill, tap and decap left out, drive strengths merged --
cell type	netlist	routed
buf	0	12
dlymetal6s2s	0	2
a211oi	1	1
o31a	1	1
clkdlybuf4s50	0	4
nor4	2	2
a21boi	1	1
nor4b	1	1
nor2	5	5
a21oi	1	1
dlygate4sd2	0	11
nor3	2	2
nand2	2	2
inv	4	4
o31ai	1	1
o311a	1	1
a31oi	2	2
o211a	1	1
clkdlybuf4s15	0	2
o32ai	1	1
a32o	1	1
-- power by group through the flow --
stage	Combinational, mW	Sequential (mW)	Clock [mW]
finish	0.0655	0	0
CTS	0.0626	0	0
global route	0.0713	0	0
-- worst max-delay path: stages --
cell and delay (ns):
dlygate4sd2_1 0.26, nor4_4 0.29, nand2_2 0.09, buf_4 0.15, o311a_1 0.31, dlygate4sd2_1 0.25
-- repair_timing --
action / in CTS / in global routing
pin swaps: 9 / 3
endpoints found under the setup margin: 4 / 3
resized: 18 / 7
setup buffers: 1 / 0
-- cell families after synthesis --
kind of cell	synth area share, %
buffers and inverters	8.05
AND-OR/OR-AND	51.7
AND/OR/NAND/NOR	40.3
-- area by class of cell --
cell class | instances | area [sq um] | area share (%)
Tap cell | 46 | 57.6 | 10.5
Timing Repair Buffer | 31 | 273 | 49.7
Inverter | 4 | 15.0 | 2.73
Multi-Input combinational cell | 23 | 204 | 37.1
-- per-layer routing --
layer / vias to the layer above / part of all wire, % / routed length [um] / track usage (%)
met4: 0 / 0 / 0 / 0
met1: 153 / 55 / 580 / 4.61
met3: 0 / 6.4 / 68 / 0.568
met2: 17 / 39 / 412 / 4.65
met5: - / 0 / 0 / 0
li1: 173 / - / - / -
-- metrics by stage --
stage / std cells / worst slack (ns) / instance area, sq um
global route: 104 / -0.000483 / 549
detailed placement: 103 / -0.350 / 517
global placement: 103 / -0.368 / 517
finish: 104 / 0.0715 / 549
floorplan: 27 / 0.611 / 186
CTS: 104 / 0.0205 / 520
Power is estimated from default activity; no workload was simulated.
